### /design/flow/config.mk
export PLATFORM = sky130hd
export DESIGN_NAME = top_sr04
export DESIGN_NICKNAME = top_sr04
export VERILOG_FILES = /design/flow/design.v
export SDC_FILE = /design/flow/constraint.sdc
export NUM_CORES = 4
export LEC_CHECK = 1
export CORE_UTILIZATION = 40
### /design/flow/constraint.sdc
current_design top_sr04

set clk_period 8.2
set clk_io_pct 0.2

create_clock -name clk0 -period $clk_period [get_ports {clk}]

set non_clock_inputs [all_inputs -no_clocks]
set_input_delay [expr $clk_period * $clk_io_pct] -clock clk0 $non_clock_inputs
set_output_delay [expr $clk_period * $clk_io_pct] -clock clk0 [all_outputs]
### /design/flow/design.v
`timescale 1ns / 1ps
module btn_debounce(
    input  clk,
    input  reset,
    input  i_btn,
    output o_btn
);
    parameter CLK_DIV = 100_000;
    parameter F_COUNT = 100_000_000 / CLK_DIV;
    reg[$clog2(F_COUNT)-1:0] counter_reg;
    reg clk_100khz_reg;
    always @(posedge clk, posedge reset) begin
        if (reset) begin
            counter_reg <= 0;
            clk_100khz_reg <= 1'b0;
        end
        else begin
            counter_reg <= counter_reg + 1;
            if (counter_reg == (F_COUNT-1)) begin
                counter_reg <= 0;
                clk_100khz_reg <= 1'b1;
            end
            else begin
                clk_100khz_reg <= 1'b0;
            end
        end
    end
    reg [7:0] q_reg, q_next;   
    wire debounce;
    always @(posedge clk_100khz_reg, posedge reset) begin
        if (reset) begin
            q_reg <= 0;
        end
        else begin
            q_reg <= q_next;
        end
    end
    always @(*) begin
        q_next = {i_btn, q_reg[7:1]};
    end 
    assign debounce = &q_reg;
    reg edge_reg;
    always @(posedge clk, posedge reset) begin
        if (reset) begin
            edge_reg <= 1'b0;
        end
        else begin
            edge_reg <= debounce;
        end
    end
    assign o_btn = debounce & (~edge_reg);
endmodule
`timescale 1ns / 100ps
module fnd_controller(
    input         clk,
    input         reset,
    input         sel_display,
    input   [23:0] fnd_in_data,
    output  [3:0] fnd_digit,
    output  [7:0] fnd_data
);
    wire [3:0] w_digit_msec_1, w_digit_msec_10;
    wire [3:0] w_digit_sec_1, w_digit_sec_10;
    wire [3:0] w_digit_min_1, w_digit_min_10;
    wire [3:0] w_digit_hour_1, w_digit_hour_10;
    wire [3:0] w_mux_sec_msec_out, w_mux_hour_min_out;
    wire [3:0] w_mux_2x1_out;
    wire [2:0] w_digit_sel;
    wire       w_1khz;
    wire       w_dot_onoff;
    decoder_2x4 U_DEC_2x4(
        .digit_sel  (w_digit_sel[1:0]),
        .dec_out    (fnd_digit)
    );
    digit_spilter #(
        .BIT_WIDTH(5)
    ) U_HOUR_DS (
        .in_data    (fnd_in_data[23:19]),
        .digit_1    (w_digit_hour_1),
        .digit_10   (w_digit_hour_10)
    );
    digit_spilter #(
        .BIT_WIDTH(6)
    ) U_MIN_DS (
        .in_data    (fnd_in_data[18:13]),
        .digit_1    (w_digit_min_1),
        .digit_10   (w_digit_min_10)
    );
    digit_spilter #(
        .BIT_WIDTH(6)
    ) U_SEC_DS (
        .in_data    (fnd_in_data[12:7]),
        .digit_1    (w_digit_sec_1),
        .digit_10   (w_digit_sec_10)
    );
    digit_spilter #(
        .BIT_WIDTH(7)
    ) U_MSEC_DS (
        .in_data    (fnd_in_data[6:0]),
        .digit_1    (w_digit_msec_1),
        .digit_10   (w_digit_msec_10)
    );
    dot_onoff_comp U_DOT_COMP (
        .msec       (fnd_in_data[6:0]),
        .dot_onoff  (w_dot_onoff)
    );
    mux_8x1 U_MUX_SEC_MSEC(
        .sel            (w_digit_sel),
        .digit_1        (w_digit_msec_1),
        .digit_10       (w_digit_msec_10),
        .digit_100      (w_digit_sec_1),
        .digit_1000     (w_digit_sec_10),
        .digit_dot_1    (4'hF),
        .digit_dot_10   (4'hF),
        .digit_dot_100  ({3'b111, w_dot_onoff}),
        .digit_dot_1000 (4'hF),
        .mux_out        (w_mux_sec_msec_out)
    );
    mux_8x1 U_MUX_HOUR_MIN(
        .sel            (w_digit_sel),
        .digit_1        (w_digit_min_1),
        .digit_10       (w_digit_min_10),
        .digit_100      (w_digit_hour_1),
        .digit_1000     (w_digit_hour_10),
        .digit_dot_1    (4'hF),
        .digit_dot_10   (4'hF),
        .digit_dot_100  ({3'b111, w_dot_onoff}),
        .digit_dot_1000 (4'hF),
        .mux_out        (w_mux_hour_min_out)
    );
    mux_2x1 U_MUX_2X1 (
        .sel        (sel_display),
        .i_sel0     (w_mux_sec_msec_out),
        .i_sel1     (w_mux_hour_min_out),
        .o_mux      (w_mux_2x1_out)
    );
    clk_div U_CLK_DIV (
        .clk        (clk),
        .reset      (reset),
        .o_1khz     (w_1khz)
    );
    counter_8 U_CNT_8(
        .clk        (w_1khz),
        .reset      (reset),
        .digit_sel  (w_digit_sel)
    );
    bcd U_BCD(
        .bcd        (w_mux_2x1_out),
        .fnd_data   (fnd_data)
    );
endmodule
module dot_onoff_comp (
    input [6:0] msec,
    output      dot_onoff
);
    assign dot_onoff = (msec < 50)? 1'b0 : 1'b1;
endmodule
module mux_2x1 (
    input       sel,
    input [3:0] i_sel0,
    input [3:0] i_sel1,
    output [3:0] o_mux
);
    assign o_mux = (sel)? i_sel1 : i_sel0;
endmodule
module clk_div (  
    input               clk,
    input               reset,
    output reg          o_1khz
);
    reg [$clog2(100_000):0]  counter_r;
    always @(posedge clk, posedge reset) begin
        if (reset == 1'b1) begin
            counter_r   <= 0;
            o_1khz      <= 1'b0;
        end else begin
            if (counter_r == 99_999) begin
                counter_r   <= 0;
                o_1khz      <= 1'b1;
            end else begin
                counter_r   <= counter_r + 1;
                o_1khz      <= 1'b0;
            end
        end
    end
endmodule
module counter_8 (
    input               clk,
    input               reset,
    output      [2:0]   digit_sel
);
    reg [2:0] counter_r;
    assign digit_sel = counter_r;
    always @(posedge clk, posedge reset) begin
        if (reset == 1'b1) begin 
            counter_r <= 3'b000;
        end else begin
            counter_r <= counter_r + 1;
        end
    end
endmodule
module decoder_2x4 (
    input       [1:0] digit_sel,
    output reg  [3:0] dec_out
);
    always @(digit_sel) begin
        case(digit_sel)
            2'b00: dec_out = 4'b1110;
            2'b01: dec_out = 4'b1101;
            2'b10: dec_out = 4'b1011;
            2'b11: dec_out = 4'b0111;
        endcase
    end
endmodule
module mux_8x1 (
    input [2:0] sel,
    input [3:0] digit_1,
    input [3:0] digit_10,
    input [3:0] digit_100,
    input [3:0] digit_1000,
    input [3:0] digit_dot_1,
    input [3:0] digit_dot_10,
    input [3:0] digit_dot_100,
    input [3:0] digit_dot_1000,
    output reg [3:0] mux_out
);
    always @(*) begin
        case(sel)
            3'b000: mux_out = digit_1;
            3'b001: mux_out = digit_10;
            3'b010: mux_out = digit_100;
            3'b011: mux_out = digit_1000;
            3'b100: mux_out = digit_dot_1;
            3'b101: mux_out = digit_dot_10;
            3'b110: mux_out = digit_dot_100;
            3'b111: mux_out = digit_dot_1000;
        endcase
    end
endmodule
module digit_spilter #(parameter BIT_WIDTH = 7) (
    input       [BIT_WIDTH-1:0] in_data,
    output      [3:0] digit_1,
    output      [3:0] digit_10
);
    assign digit_1      = in_data          % 10;
    assign digit_10     = (in_data/10)     % 10;
endmodule
module bcd (
    input       [3:0] bcd,    
    output reg  [7:0] fnd_data
);
    always @(bcd) begin
        case (bcd)
            4'd0: fnd_data = 8'hC0;
            4'd1: fnd_data = 8'hF9;
            4'd2: fnd_data = 8'hA4;
            4'd3: fnd_data = 8'hB0;
            4'd4: fnd_data = 8'h99;
            4'd5: fnd_data = 8'h92;
            4'd6: fnd_data = 8'h82;
            4'd7: fnd_data = 8'hF8;
            4'd8: fnd_data = 8'h80;
            4'd9: fnd_data = 8'h90;
            4'd10: fnd_data = 8'hFF;
            4'd11: fnd_data = 8'hFF;
            4'd12: fnd_data = 8'hFF;
            4'd13: fnd_data = 8'hFF;
            4'd14: fnd_data = 8'h7F;
            4'd15: fnd_data = 8'hFF;
            default: fnd_data = 8'hFF;
        endcase
    end
endmodule
`timescale 1ns / 1ps
module top_sr04(
    input               clk,
    input               rst,
    input               start_btn,
    input               echo,
    output              trigger,
    output      [3:0]   fnd_digit,
    output      [7:0]   fnd_data
);
    wire tick_us, w_btn;
    wire [8:0] w_dist;
    btn_debounce U_BTN_DEBOUNCE(
        .clk(clk),
        .reset(rst),
        .i_btn(start_btn),
        .o_btn(w_btn)
    );
    tick_gen #(.CLOCK_CYCLE_1SEC(100000000), .TARGET_TIME(1000000)) 
        U_TICK_GET (
            .clk(clk),
            .rst(rst),
            .b_tick(tick_us)
        );
    sr04_ctrl U_SR04_CTRL(
        .clk(clk),
        .rst(rst),
        .tick_us(tick_us),
        .start(w_btn),
        .echo(echo),
        .dist(w_dist),
        .trigger(trigger)
    );
    fnd_controller U_FND_CTRL(
        .clk(clk),
        .reset(rst),
        .sel_display(1'b0),
        .fnd_in_data({15'b0, w_dist}),
        .fnd_digit(fnd_digit),
        .fnd_data(fnd_data)
    );
endmodule
module sr04_ctrl(
    input               clk,
    input               rst,
    input               tick_us,
    input               start,
    input               echo,
    output [8:0]        dist,
    output              trigger
);
    parameter CLOCK_CYCLE_1SEC = 100_000_000;  
    parameter TRIG_TIME = 10_000_000;  
    parameter TICK_TIME = 1_000;  
    parameter CLOCK_TIME = 10;  
    parameter MIN_OVER_MEASURE_TIME = 60_000_000;  
    parameter MEASUREING_TYPE = 1_000;  
    parameter CENTIMITER_TICK = 58;  
    parameter MAXIMUM_MM = 400;
    localparam TRIG_TICK = TRIG_TIME / TICK_TIME;
    localparam BITWIDTH_TRIG_TICK = $clog2(TRIG_TICK+1);
    localparam TICK_CYCLES = CLOCK_CYCLE_1SEC / TICK_TIME;
    localparam MIN_OVER_MEASURE_TICK = MIN_OVER_MEASURE_TIME / TICK_TIME;
    localparam BITWIDTH_MEASURE_TICK = $clog2(MIN_OVER_MEASURE_TICK);
    localparam BITWIDTH_CENTIMITER_TICK = $clog2(CENTIMITER_TICK);
    localparam BITWIDTH_MAXIMUM_MM = $clog2(MAXIMUM_MM);
    localparam IDLE = 2'd0, START = 2'd1, WAIT = 2'd2, GET_DIST = 2'd3;
    reg [BITWIDTH_TRIG_TICK-1:0] trig_cnt_reg, trig_cnt_next;
    reg [1:0] state, state_next;
    reg [BITWIDTH_CENTIMITER_TICK-1:0] cm_tick_reg, cm_tick_next;
    reg [BITWIDTH_MAXIMUM_MM-1:0] cm_reg, cm_next;
    reg [BITWIDTH_MEASURE_TICK:0] min_run_cnt_reg, min_run_cnt_next;  
    reg trig_reg, trig_next; 
    reg [8:0] dist_reg, dist_next;
    always @(posedge clk, posedge rst) begin
        if (rst) begin
            state <= IDLE;
            trig_cnt_reg <= 0;
            cm_tick_reg <= 0;
            cm_reg <= 0;
            min_run_cnt_reg[BITWIDTH_MEASURE_TICK] <= 1;
            min_run_cnt_reg[BITWIDTH_MEASURE_TICK-1:0] <= 0;
            trig_reg <= 0;
            dist_reg <= 0;
        end
        else begin
            state <= state_next;
            trig_cnt_reg <= trig_cnt_next;
            cm_tick_reg <= cm_tick_next;
            cm_reg <= cm_next;
            min_run_cnt_reg <= min_run_cnt_next;
            trig_reg <= trig_next;
            dist_reg <= dist_next;
        end
    end
    always @(*) begin
        state_next = state;
        trig_cnt_next = trig_cnt_reg;
        cm_tick_next = cm_tick_reg;
        cm_next = cm_reg;
        min_run_cnt_next = min_run_cnt_reg;
        dist_next = dist_reg;
        trig_next = trig_reg;
        if (tick_us) begin
            if (min_run_cnt_reg[BITWIDTH_MEASURE_TICK]) begin
                min_run_cnt_next = min_run_cnt_reg;
            end
            else if ((min_run_cnt_reg == (MIN_OVER_MEASURE_TICK-1))) begin
                min_run_cnt_next[BITWIDTH_MEASURE_TICK] = 1;
                min_run_cnt_next[BITWIDTH_MEASURE_TICK-1:0] = 0;
            end
            else begin
                min_run_cnt_next = min_run_cnt_reg + 1;
            end 
        end
        case(state)
            IDLE: begin
                trig_cnt_next = 0;
                cm_tick_next = 0;
                cm_next = 0;
                trig_next = 0;
                if (start & min_run_cnt_reg[BITWIDTH_MEASURE_TICK]) begin
                    state_next = START;
                    min_run_cnt_next = 0;
                end
            end
            START: begin
                if (tick_us) begin
                    trig_cnt_next = trig_cnt_reg + 1;
                    if (trig_cnt_reg == TRIG_TICK) begin
                        state_next = WAIT;
                        trig_next = 1'b0;
                    end
                    else if (trig_cnt_reg == 0) trig_next = 1'b1;
                end
            end
            WAIT: if (echo) state_next = GET_DIST;
            GET_DIST: begin
                if (tick_us) begin
                    cm_tick_next = cm_tick_reg + 1;
                    if (cm_tick_reg == (CENTIMITER_TICK-1)) begin
                        cm_next = cm_reg + 1;
                        cm_tick_next = 0;
                    end
                end
                if (~echo) begin
                    state_next = IDLE;
                    dist_next[6:0] = cm_reg % 100;
                    dist_next[8:7] = cm_reg / 100;
                end
            end
        endcase
    end
    assign dist = dist_reg;
    assign trigger = trig_reg;
endmodule
module tick_gen #(
    parameter CLOCK_CYCLE_1SEC = 100_000_000,
    parameter TARGET_TIME = 1_000
) (
    input clk,
    input rst,
    output reg b_tick
);
    localparam TICK_CYCLES = CLOCK_CYCLE_1SEC / TARGET_TIME;
    localparam TICK_CNT_WIDTH = $clog2(TICK_CYCLES);
    reg [TICK_CNT_WIDTH-1:0] cnt, cnt_next;   
    always @(posedge clk, posedge rst) begin
        if (rst) begin
            cnt <= 0;
        end else begin
            cnt <= cnt_next;
        end
    end
    always @(*) begin
        b_tick   = 0;
        cnt_next = cnt + 1;
        if (cnt == (TICK_CYCLES - 1)) begin
            b_tick   = 1;
            cnt_next = 0;
        end
    end
endmodule
### /design/flow/run.sh
#!/bin/bash
# OpenROAD 26Q1-2900-gdf79404cd8, Yosys 0.63+post, stock flow scripts
make -C /OpenROAD-flow-scripts/flow DESIGN_CONFIG=/design/flow/config.mk WORK_HOME=/design/flow/orfs finish
==> flow_metrics.py <==
# Flow results
metrics = {
    "global_route": {
        "grt_pass1_vias": 5240,
        "overflow": 0,
        "grt_pass1_wl_um": 25300,
        "grt_util_all_layers_pct": 17.6,
        "grt_antenna_before_repair": 0,
        "grt_max_degree": 62,
    },
    "timing": {
        "finalHoldViolCount": 0,
        "unclocked_regs": 11,
        "worst_slack_ps": 762,
        "fin_skew_ps": 11.3,
        "fin_crit_sh_pct": 90.7,
        "tns_ps": 0,
        "finalSetupViolCount": 0,
        "min_period_ps": 7440,
        "grt_setup_unrepaired": "no",
        "slew_headroom_pct": 37.4,
        "untimed_endpoints": 16,
        "worst_pin_slew_ps": 934,
        "finalMaxSlewViolations": 0,
        "max_freq_mhz": 134,
    },
    "yosys": {
        "synthCells": 776,
        "mux_area_share_pct": 1.39,
        "yosys.area_share.aoi_pct": 18.3,
        "synth-seq-cells": 109,
        "yosysTopAreaCell": "dfrtp_1",
        "ys_sh_simple_pct": 25.1,
        "yosys_warnings": 8,
        "synth_area_sq_um": 6950,
        "yosys_area_sq_um": 6950,
        "ys_top_logic_family": "simple AND/OR/NAND/NOR gates",
        "synth_adder_area_share_pct": 4.43,
        "syn_avg_cell_area_sq_um": 8.96,
        "ys_cells": 776,
        "edf_count": 0,
        "area_leaders": "dfrtp_1 39%, nor2_1 5.3%, xor2_1 4.7%, ha_1 4.1%, nand2_1 3.5%",
        "yosysTopAreaCellShare_pct": 38.5,
        "async_reset_ff_share_pct": 100,
        "xor_share_pct": 7.68,
        "ff_type": "dfrtp_1",
        "ys_seq_share_pct": 39.3,
        "synth_cell_types": 83,
    },
    "floorplanning": {
        "die_h_um": 134,
        "core_sq_um": 16800,
        "pin_count": 17,
        "die_w_um": 134,
        "row_count": 47,
        "fp-utilization_pct": 41.5,
        "chipArea_sq_um": 17900,
    },
    "min_path": {
        "min_to": "U_BTN_DEBOUNCE.counter_reg[0]",
        "hold_class": "flop to flop",
        "worstHoldPathCells": 1,
        "min_from": "U_BTN_DEBOUNCE.counter_reg[0]",
    },
    "place": {
        "place.gp.congestion": 0.938,
        "dp_hpwl_um": 10700,
        "portBuffers": 16,
        "place_ws_ps": 1190,
    },
    "setup_path": {
        "crit_type": "flop to output port",
        "r2r_start": "U_SR04_CTRL.cm_reg[5]",
        "critPathArrivalTime_ps": 5800,
        "startpoint": "U_SR04_CTRL.dist_reg[4]",
        "reg2reg_slack_ps": 4620,
        "crit_required_ps": 6560,
        "cp-end-kind": "output port",
        "r2r-end": "U_SR04_CTRL.dist_reg[4]",
        "ff2ff_path_depth": 12,
        "worst_setup_path_start_kind": "flop",
        "critPathMaxFanout": 24,
    },
    "clock_network": {
        "path_clk_slew_ps": 60,
        "clock_path_buffers": 2,
        "cts_buffers": 9,
        "postCtsSetupBuffers": 0,
        "ctsResizeCount": 0,
        "tritoncts": "yes",
        "cts_hold_buf": 0,
        "clk_latency_ps": 350,
        "htreeDepth": 3,
        "root_buffer": "clkbuf_16",
    },
    "detailed_routing": {
        "wl_um": 14700,
        "drc": 0,
        "drtPass1Iterations": 4,
        "via_per_inst": 5.65,
        "drt-initial-drc-count": 363,
        "dr_total_vias": 5687,
        "antenna_left": 0,
        "wl_per_cell_um": 14.6,
        "antenna_cells": 0,
    },
    "flow_run": {
        "maxCapViolCount": 0,
        "warnings": 35,
    },
    "layout": {
        "area_growth_pct": 9.43,
        "register_area_sq_um": 2730,
        "nFillCells": 1534,
        "final-comb-area_sq_um": 3960,
        "drive_gt1_share_pct": 7.88,
        "largest_reg_flops": 18,
    },
    "power_and_ir_drop": {
        "p_leak_nw": 3.24,
        "ir_worst_vdd_uv": 96.1,
        "cellPowerDensity_nw_per_um2": 125,
        "finalPower_mw": 0.952,
    },
    "run_status": {
        "status": "finished clean",
    },
}
Yosys cell counts, types with 4 or more instances:
cell type,number
o2111ai_1,5
nor4_1,4
nand2b_1,12
ha_1,23
a211oi_1,4
clkbuf_1,11
inv_1,31
and3_1,12
nand3b_1,7
a22oi_1,6
and2_1,9
dfrtp_1,107
o211ai_1,7
nor4b_1,6
a21o_1,6
xnor2_1,24
nand4_1,16
nor2b_1,12
a32oi_1,4
buf_4,5
xor2_1,37
nor2_1,99
mux2i_1,4
a31oi_1,9
o21ai_0,34
or2_2,6
or4_1,4
nand3_1,40
o31ai_1,6
nand2_1,64
nor3_1,15
buf_2,8
o21a_1,9
mux2_2,5
a21oi_1,30
or3_1,14
critical path, cell delays in order, from the launching register on:
cell             delay, ps
dfrtp_1                800
inv_1                  150
nor2_1                 230
ha_1                   310
and2b_1                240
a21oi_2                150
nor3_1                 230
a31oi_1                 80
ha_1                   330
a21boi_0               130
a32o_1                 260
or2_4                  260
o31ai_2                640
nor2_1                 170
nor3_1                 240
inv_1                  110
ha_1                   300
inv_1                   40
o311ai_1               270
clkdlybuf4s50_1        510
routing by layer:
layer / track usage (%) / vias up / share of wire, %
met4: 3.16 / 0 / 2.0
met3: 2.39 / 24 / 4.2
met1: 28.3 / 2725 / 49
met5: 0 / - / 0
li1: - / 2815 / -
met2: 26.2 / 123 / 45
power breakdown:
group	internal (mW)	switching [mW]
Clock	0.270	0.187
Combinational	0.00172	0.0103
Sequential	0.483	0.00000000000000989
cell type report:
cell class | instances | share of cell area (%)
inverters | 31 | 1.56
multi-input cells | 609 | 52.0
flip-flops and latches | 109 | 35.9
repair buffers | 22 | 2.70
well taps | 220 | 3.62
clock inverters | 7 | 1.32
clock buffers | 9 | 2.96
worst max-delay path by stage:
| stage | cells after the start | slack (ps) | to |
|---|---|---|---|
| finish | 19 | 760 | fnd_data[3] |
| global route | 20 | 280 | fnd_data[6] |
| CTS | 19 | 800 | fnd_data[3] |
stage by stage:
| stage | hold slack (ps) | area, sq um | utilization, % | cells |
|---|---|---|---|---|
| 4_1_cts | 465 | 7610 | 45.4 | 1007 |
| 5_1_grt | 491 | 7610 | 45.4 | 1007 |
| 2_1_floorplan | 425 | 6950 | - | 776 |
| 3_3_place_gp | 439 | 7280 | 43.5 | 991 |
| 6_report | 457 | 7610 | 45.4 | 1007 |
| 3_5_place_dp | 452 | 7280 | 43.5 | 991 |
placed cells by master (no fill, tap or decap), drive strengths merged, types with 7 or more instances in the layout:
master           n
and2            10
xnor2           24
clkdlybuf4s50   16
nand4           16
clkbuf           9
nand3           42
o21ai           37
nand2           64
o31ai            9
or2              9
a31oi            9
inv             33
o211ai           7
xor2            37
nand3b           7
dfrtp          107
nor2b           12
nor2           100
or3             14
o21a             9
nand2b          12
ha              23
a21oi           32
nor3            16
and3            14
logic make-up after synthesis:
logic type / count (synthesis)
xor+xnor: 61
compound gates: 174
mux: 9
buf+inv: 58
fa+ha+maj: 25
simple gates: 340
flops: 109
No activity file was given, so power comes from the tool's default toggle rates.
