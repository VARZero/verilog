`design/flow/run.sh`:
```
#!/bin/bash
# OpenROAD 26Q1-2900-gdf79404cd8, Yosys 0.63+post, stock flow scripts
make -C /OpenROAD-flow-scripts/flow DESIGN_CONFIG=/design/flow/config.mk WORK_HOME=/design/flow/orfs finish
```
`design/flow/config.mk`:
```
export PLATFORM = sky130hd
export DESIGN_NAME = RCA32
export DESIGN_NICKNAME = RCA32
export VERILOG_FILES = /design/flow/design.v
export SDC_FILE = /design/flow/constraint.sdc
export NUM_CORES = 4
export LEC_CHECK = 1
export CORE_AREA = 10 10 100 100
export DIE_AREA = 0 0 110 110
```
`design/flow/constraint.sdc`:
```
current_design RCA32

set clk_period 10.6
set clk_io_pct 0.2

create_clock -name clk0 -period $clk_period

set non_clock_inputs [all_inputs -no_clocks]
set_input_delay [expr $clk_period * $clk_io_pct] -clock clk0 $non_clock_inputs
set_output_delay [expr $clk_period * $clk_io_pct] -clock clk0 [all_outputs]
```
`design/flow/design.v`:
```
module RCA1(a, b, cin, cout, y);
    input a, b, cin;
    output cout, y;
    assign y = a ^ b ^ cin;
    assign cout = (a & b) | (a & cin) | (b & cin);
endmodule
module RCA8(a8, b8, c8in, c8out, y8);  
    input [7:0] a8, b8;
    input c8in;
    output [7:0] y8;
    output c8out;
    RCA1 add0(a8[0], b8[0], c8in, i0, y8[0]);
    RCA1 add1(a8[1], b8[1], i0, i1, y8[1]);
    RCA1 add2(a8[2], b8[2], i1, i2, y8[2]);
    RCA1 add3(a8[3], b8[3], i2, i3, y8[3]);
    RCA1 add4(a8[4], b8[4], i3, i4, y8[4]);
    RCA1 add5(a8[5], b8[5], i4, i5, y8[5]);
    RCA1 add6(a8[6], b8[6], i5, i6, y8[6]);
    RCA1 add7(a8[7], b8[7], i6, c8out, y8[7]);
endmodule
module RCA32 (S, Cout, A, B, Cin);
    input [31:0] A, B;
    input Cin;
    output [31:0] S;
    output Cout;
    RCA8 Add0_7(A[7:0], B[7:0], Cin, w0, S[7:0]);
    RCA8 Add8_15(A[15:8], B[15:8], w0, w1, S[15:8]);
    RCA8 Add16_23(A[23:16], B[23:16], w1, w2, S[23:16]);
    RCA8 Add24_31(A[31:24], B[31:24], w2, Cout, S[31:24]);
endmodule
```
==> notes.md <==
Summary of the current implementation state.

- The total DRC errors in the routed layout is 0, for reference.
- The number of buffer cells added on primary ports is 98, for reference.
- The number of violations of the max-capacitance limit is 0, for reference.
- Data on the critical path arrives at its endpoint at 13.55 ns.
- Setup repair after global routing could not meet its margin everywhere.
- The core outline area is 7810 µm², for reference.
- The power report attributes to the sequential group a share of 0.
- The via count of the first global-routing pass is 895, for reference.
- The number of setup violations in the final report is 16, for reference.
- The area of the mapped netlist is 918 µm², for reference.
- Across the whole layout, storage elements account for 0 µm².
- The share of total power dissipated in combinational logic is 1.000.
- The proportion of synthesized chip area in sequential cells is 0, for reference.
- The number of antenna violations at the first check in global routing is 0, for reference.
- The power report lists cell-internal power as 67.2 µW.
- Per the timing report, the achievable frequency comes out to 0.0638 GHz.
- The I/O pin total is 98, for reference.
- The final cycle utilization of the critical path is 1.48, for reference.
- Per the log, the first TritonRoute iteration ended with a DRC count of 16.
- The critical path in this run is classified as in -> out.
- The least setup slack across all paths after layout is -5.07 ns, for reference.
- The total wire length after detailed routing is 3140 µm, for reference.
- The flow ran to the end, but the final reports show violations.
- The total overflow left after global routing is 0.
- The final reports fail on setup timing.
- The total number of sequential cells is 0, for reference.
- The non-filler instance count after layout is 242, for reference.
- Per the hold report, the tightest min-delay path originates at B[0].
- The logs give a warning total of 35.
- The overall track demand over capacity in global routing is 0.0474, for reference.
- Once placement finished, the instance area stood at 1880 µm².
- For reference, the top cells by area after synthesis are sky130_fd_sc_hd__fa_1 70%, sky130_fd_sc_hd__buf_4 26%, sky130_fd_sc_hd__inv_1 4.1%.
- Antenna repair during routing inserted a diode count of 0.
- For the completed layout, the total cell area is recorded as 1810 µm².
- The final count of pins violating max slew is 0, for reference.
- The wire length of the first global-routing pass is 4540 µm, for reference.
- The pre-placement core utilization is 0.118, for reference.
- Entering global routing, the biggest net connects 2 pins.
- The post-CTS setup-driven buffer insertion count is 0, for reference.
- The buffer-and-inverter tally for the worst setup path is 6, for reference.
- Of the post-synthesis cell area, the dominant cell type holds 0.698.
- The number of cell rows is 32, for reference.
- The time the final worst path needs with I/O delays and setup is 15.67 ns, for reference.
- The synthesized instance count is 74, for reference.
- The wire-length estimate of the detail-placed layout is 3110 µm.
- The yosys warning tally is 10, for reference.
- The share of the core filled with cells is 0.232, for reference.
- Using the TritonRoute via totals, the vias-per-cell ratio works out to 3.12.
- The largest area contributor in the netlist is sky130_fd_sc_hd__fa_1, for reference.
- The global placement routability congestion is 0.876, for reference.
- The share of cells above drive strength 1 is 0.421, for reference.
- The path class of the tightest hold or removal check is in -> out.
- The leakage power in the latest report is 0.662 nW.
- The routed length per placed instance is 13.0 µm, for reference.
- The report gives the cell count of the worst hold path as 5.
- Per the OpenROAD floorplan log, the width of the die is 110 µm.
- The required time at the endpoint of the critical path is 8.48 ns, for reference.
- The ratio of total power to cell area is 52.9 nW/µm², for reference.
- Dividing the synthesized area by the synthesized cell count gives 12.4 µm².
- For this design, Yosys synthesis ends with a cell count of 74.
- The total number of vias is 756, for reference.
- The fill cell instance count of the final layout is 832, for reference.
- Per the final timing report, the hold violations number 0.
- The kind of launch point of the worst setup path is a primary input, for reference.
- The count of nets left with antenna violations after detail routing is 0, for reference.
- Per STA, the library cell used most along the worst path is sky130_fd_sc_hd__fa_2.
- The layout-stage area growth over the synthesis result is 97.4%, for reference.
- The power report attributes to the clock group a share of 0.
- The master of the slowest instance on the critical path is sky130_fd_sc_hd__fa_2, for reference.
- The maximum fanout count along the critical path is 1, for reference.
- The worst supply voltage drop on vdd is 0.0129 mV, for reference.
- The net switching power figure is 28.7 µW, for reference.
- Including well taps, the total number of placed cells is 242.
- The worst setup path is captured at a primary output.
- The switching portion of total power comes to 0.299.
- The count of hold buffers inserted by post-cts repair is 0, for reference.
- The count of clock-net buffers in the final layout is 0, for reference.
- The transition at the pin with the smallest max-transition slack is 0.124 ns, for reference.
- The synthesized netlist has a Yosys-reported chip area of 918 µm².
- The count of different cell masters after synthesis is 3, for reference.
- In this run the full chip footprint comes out at 12100 µm².
- The largest delay contributor family on the critical path is adder cells, for reference.
- The height of the die is 110 µm, for reference.
- The hold path endpoint is S[0], for reference.
- The worst-case headroom to the max-slew limit is 0.917, for reference.
- The area of the multi-input gates is 721 µm², for reference.
- The first TritonRoute pass finished after 2 iterations.
- The largest stage delay on the critical path is 0.42 ns, for reference.
==> tightest hold or removal path, delay by kind of cell <==
kind	cells	cell delay (ns)
adders and majority gates	1	0.18
buffers and inverters	4	0.56
==> power groups by stage <==
| stage | sequential, mW | combinational, mW | clock (mW) |
|---|---|---|---|
| 4_1_cts | 0 | 0.0979 | 0 |
| 5_1_grt | 0 | 0.110 | 0 |
| 6_report | 0 | 0.0958 | 0 |
==> routing by layer <==
| metal | vias to the layer above | global-route usage | part of all wire |
|---|---|---|---|
| li1 | 312 | - | - |
| met1 | 340 | 0.0529 | 0.33 |
| met2 | 102 | 0.0622 | 0.33 |
| met3 | 2 | 0.0517 | 0.33 |
| met4 | 0 | 0.00465 | 0.0092 |
| met5 | - | 0 | 0 |
==> synthesized netlist by cell type, drive strengths merged <==
cell type,count
inv,10
fa,32
buf,32
==> worst max-delay path by stage <==
stage	start	to	slack [ns]	cells past startpoint
finish	A[0]	S[31]	-5.07	38
global route	A[0]	S[31]	-5.37	38
CTS	A[0]	S[31]	-5.14	38
==> stage by stage <==
step	hold WS, ns	setup TNS (ns)	worst slack, ns	power (mW)
2_1_floorplan	4.47	-38.95	-4.66	0.0534
3_3_place_gp	5.30	-59.76	-5.96	0.110
3_5_place_dp	5.32	-60.18	-5.99	0.111
4_1_cts	5.00	-45.20	-5.14	0.0979
5_1_grt	5.02	-48.03	-5.37	0.110
6_report	4.99	-44.22	-5.07	0.0958
==> what timing repair did <==
| item | 4_1_cts | 5_1_grt |
|---|---|---|
| hold endpoints to repair | 0 | 0 |
| setup endpoints to repair | 19 | 18 |
| gates resized | 73 | 7 |
==> placed cells by master (no fill, tap or decap) <==
master	synthesis	routed
sky130_fd_sc_hd__buf_2	0	16
sky130_fd_sc_hd__inv_12	0	1
sky130_fd_sc_hd__dlymetal6s2s_1	0	1
sky130_fd_sc_hd__clkdlybuf4s50_1	0	75
sky130_fd_sc_hd__buf_6	0	3
sky130_fd_sc_hd__inv_1	10	3
sky130_fd_sc_hd__dlygate4sd2_1	0	2
sky130_fd_sc_hd__inv_2	0	5
sky130_fd_sc_hd__fa_2	0	32
sky130_fd_sc_hd__buf_8	0	1
sky130_fd_sc_hd__inv_6	0	1
==> final cells by class <==
type / instances / area share
timing repair buffer: 98 / 0.502
multi-input combinational: 32 / 0.398
tap: 102 / 0.0704
inverter: 10 / 0.0304
==> logic make-up after synthesis <==
group,after synthesis,share of synthesized area
buffers and inverters,42,0.302
adder cells (fa/ha/maj),32,0.698
Power figures rest on the tool's default switching activity, not on a simulated workload.
